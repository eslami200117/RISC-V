File: config.mk
export PLATFORM = sky130hd
export DESIGN_NAME = adder
export DESIGN_NICKNAME = adder
export VERILOG_FILES = /design/flow/design.v
export SDC_FILE = /design/flow/constraint.sdc
export NUM_CORES = 4
export LEC_CHECK = 1
export CORE_AREA = 10 10 94 94
export DIE_AREA = 0 0 104 104
File: constraint.sdc
current_design adder

set clk_period 18.1
set clk_io_pct 0.2

create_clock -name clk0 -period $clk_period

set non_clock_inputs [all_inputs -no_clocks]
set_input_delay [expr $clk_period * $clk_io_pct] -clock clk0 $non_clock_inputs
set_output_delay [expr $clk_period * $clk_io_pct] -clock clk0 [all_outputs]
File: design.v
module adder(
  input  [31:0] a,
  input  [31:0] b,
  output [31:0] y
);
  assign y = a + b;
endmodule
File: run.sh
#!/bin/bash
# OpenROAD 26Q1-2900-gdf79404cd8, Yosys 0.63+post, stock flow scripts
make -C /OpenROAD-flow-scripts/flow DESIGN_CONFIG=/design/flow/config.mk WORK_HOME=/design/flow/orfs finish
==> deck_impl_summary.md <==
Key Metrics from the Run

Worst setup path
  • Startpoint types: primary input
  • Endpoint type of the worst setup path: output pin
  • Worst setup path startpoint: a[0]
  • Timing endpoint of the critical path: y[26]
  • Critical setup path kind: primary input to output pin
  • Data required time at the worst endpoint: approximately 14 ns
  • WP data arrival: about 6.6 ns
  • Maximum fanout count along the critical path: 4

Worst hold path
  • Class of the worst hold path: primary input to output pin
  • Cell depth of the worst hold path: 3

Placed design
  • I/O Buffers: roughly 96
  • Routability congestion estimate from global placement: 0.819
  • Half-perimeter wire length after placement: around 5200 microns
  • Number of placed instances with taps included: around 420
  • Worst slack, placed: between 7 and 8 ns

Floorplan
  • Number of standard-cell rows in the floorplan: 30
  • Count of boundary I/O pins: around 96
  • Initial core utilization: 0.255
  • CORE AREA: approximately 0.0068 sq mm
  • Die Ht: 104 microns
  • Die Width: 104 microns
  • Chip area: ~0.011 sq mm

Layout
  • Most instantiated logic cells after routing: 96 x sky130_fd_sc_hd__clkdlybuf4s50_1, 31 x sky130_fd_sc_hd__ha_1, 29 x sky130_fd_sc_hd__a21oi_1, 19 x sky130_fd_sc_hd__a21o_1, 18 x sky130_fd_sc_hd__nand2_1
  • Layout overhead on the synthesized area: 59.5%
  • Fraction of final layout cells with drive strength greater than 1: 0.0307
  • Number of fill cells in the layout: roughly 710
  • Number of flip-flops and latches: 0
  • Most common logic cell in the routed design: sky130_fd_sc_hd__clkdlybuf4s50_1
  • Area taken by flip-flops and latches: 0 sq um
  • Number of clock buffers in the layout: 0
  • Non-Filler Instances: 422

Routing
  • Detailed Route WL: just under 6000 microns
  • Per-cell routed wire length: 13.8 microns
  • Detailed-router iteration count before antenna repair: 6
  • DRC: 0
  • Final antenna diode count: 0
  • Post-detailed-route via-to-cell ratio: 4.92
  • Number of nets with antenna violations after routing: 0
  • Number of DRC markers in iteration 0: 80
  • Routed via count: 2077

STA
  • Portion of the clock cycle consumed by the worst path in the final layout: 0.563
  • Final setup violation count: 0
  • Crit path setup slack, layout: roughly 7.9 ns
  • Max-slew violations: 0
  • Maximum operating frequency: between 0.09 and 0.1 GHz
  • Number of failing hold endpoints at the final stage: 0
  • Worst Tran Pin Value: between 0.5 and 0.6 ns
  • Clock period minus final worst setup slack: 10.20 ns
  • Setup TNS: 0 ns
  • RSZ-0062 raised after global routing: no
  • Relative max-transition margin: 0.644

Synth
  • Adders+Majority by Area: 0.234
  • Xor and xnor fraction of the mapped netlist area: 0.141
  • Dominant non-sequential cell family after synthesis: AND-OR/OR-AND gates
  • Mean area per synthesized cell: 7.24 sq um
  • Tally of unique sky130hd cells used after synthesis: roughly 50
  • Yosys stat chip area: between 0.0015 and 0.002 sq mm
  • Multiplexer share of the synthesized area: 0.0115
  • Simple-Gate Area Share: 0.183
  • Post-synthesis share of cell area spent on and-or and or-and gates: 0.393
  • Instance tally after logic synthesis: approximately 240
  • Syn Std Cell Area: 0.00174 sq mm
  • Cell count in the Yosys report: roughly 240
  • Ys Warns: 0
  • Register area share after synthesis: 0

Clock tree
  • Buffers inserted during post-CTS setup optimization: 0
  • Count of instances resized after the clock tree is built: 0
  • Post-CTS Hold Buffers: 0

Run status
  • Result of the run: finished, final reports clean

Global route
  • Pin count of the biggest net entering global routing: 11
  • Wire length of the first global-routing pass: a little under 10000 microns
  • Via count of the first global-routing pass: 2035
  • GR Util All Layers: 0.102
  • Total overflow reported by the global router: 0
  • Initial antenna violation count: 0

Run
  • Max Cap Violations: 0
  • Number of logged tool warnings: 32

Pwr
  • Leakage power: 1.18 nW
  • Post-layout total power: roughly 110 uW
  • Worst ir drop on vdd: approximately 0.016 mV
  • P per Cell Area: ~38 mW/mm^2
## worst max-delay path, cell delays in order
cell and delay, ns:
sky130_fd_sc_hd__clkdlybuf4s50_1 0.40, sky130_fd_sc_hd__ha_1 0.24, sky130_fd_sc_hd__fa_1 0.40, sky130_fd_sc_hd__a21o_1 0.22
sky130_fd_sc_hd__a31o_2 0.27, sky130_fd_sc_hd__nand3_1 0.09, sky130_fd_sc_hd__o221ai_1 0.25, sky130_fd_sc_hd__a311oi_1 0.34
sky130_fd_sc_hd__o21bai_1 0.11, sky130_fd_sc_hd__xor2_1 0.13, sky130_fd_sc_hd__clkdlybuf4s50_1 0.49
## cell usage after synthesis (2+ instances only)
| cell | n | area (sq um) |
|---|---|---|
| sky130_fd_sc_hd__nand3_1 | 10 | 50.1 |
| sky130_fd_sc_hd__o221ai_1 | 2 | 17.5 |
| sky130_fd_sc_hd__o311ai_1 | 2 | 17.5 |
| sky130_fd_sc_hd__mux2i_1 | 2 | 20.0 |
| sky130_fd_sc_hd__a211oi_1 | 3 | 22.5 |
| sky130_fd_sc_hd__nor2_1 | 12 | 45.0 |
| sky130_fd_sc_hd__xor2_1 | 15 | 131 |
| sky130_fd_sc_hd__or2_2 | 3 | 18.8 |
| sky130_fd_sc_hd__a21o_1 | 19 | 143 |
| sky130_fd_sc_hd__a311oi_1 | 2 | 17.5 |
| sky130_fd_sc_hd__o21ai_0 | 13 | 65.1 |
| sky130_fd_sc_hd__o211ai_1 | 3 | 22.5 |
| sky130_fd_sc_hd__o21bai_1 | 4 | 30.0 |
| sky130_fd_sc_hd__nand2_1 | 18 | 67.6 |
| sky130_fd_sc_hd__nand2b_1 | 2 | 12.5 |
| sky130_fd_sc_hd__inv_1 | 6 | 22.5 |
| sky130_fd_sc_hd__clkbuf_1 | 8 | 30.0 |
| sky130_fd_sc_hd__xnor2_1 | 13 | 114 |
| sky130_fd_sc_hd__nor3_1 | 4 | 20.0 |
| sky130_fd_sc_hd__nand4_1 | 8 | 50.1 |
| sky130_fd_sc_hd__a21oi_1 | 29 | 145 |
| sky130_fd_sc_hd__a31oi_1 | 3 | 18.8 |
| sky130_fd_sc_hd__o21a_1 | 2 | 15.0 |
| sky130_fd_sc_hd__ha_1 | 31 | 388 |
| sky130_fd_sc_hd__buf_2 | 2 | 10.0 |
## cells by family after synthesis
kind of cell / Yosys count
AOI/OAI and AO/OA: 97
and+or+nand+nor: 65
adders and majority gates: 32
xor gates and xnor gates: 28
muxes: 2
buffers and inverters: 17
## layer usage
metal / GRT usage / part of all wire / wire length (microns)
met5: 0 / 0 / 0
met4: 0 / 0 / 0
met3: 0.0207 / 0.066 / 382
met2: 0.167 / 0.44 / 2580
met1: 0.143 / 0.49 / 2850
## power by group
group	switching, mW	leakage [nW]	internal (mW)	total [mW]
clock network	0	0	0	0
registers	0	0	0	0
logic	0.0423	1.18	0.0643	0.107
total	0.0423	1.18	0.0643	0.107
## how the worst min path moves through the flow
| stage | start | endpoint | slack (ns) |
|---|---|---|---|
| final | b[0] | y[0] | 8.28 |
| after global routing | b[0] | y[0] | 8.29 |
| after CTS | b[0] | y[0] | 8.29 |
## area by class of cell
| cell class | instances | area, sq um | area share |
|---|---|---|---|
| repair buffers | 96 | 961 | 0.345 |
| inverters | 6 | 22.5 | 0.00810 |
| well taps | 96 | 120 | 0.0432 |
| multi-input cells | 224 | 1680 | 0.603 |
## through the flow
step,hold WS [ns],area [sq um],util
after global routing,8.29,2780,0.407
after floorplan,7.31,1740,-
after detailed placement,8.29,2780,0.407
final,8.28,2780,0.407
after global placement,8.27,2780,0.407
after CTS,8.29,2780,0.407
Power is estimated from default activity; no workload was simulated.
